==> flow/run.sh <==
#!/bin/bash
# OpenROAD 26Q1-2900-gdf79404cd8, Yosys 0.63+post, stock flow scripts
make -C /OpenROAD-flow-scripts/flow DESIGN_CONFIG=/design/flow/config.mk WORK_HOME=/design/flow/orfs finish
==> flow/config.mk <==
export PLATFORM = sky130hd
export DESIGN_NAME = traffic_light_controller
export DESIGN_NICKNAME = traffic_light_controller
export VERILOG_FILES = /design/flow/design.v
export SDC_FILE = /design/flow/constraint.sdc
export NUM_CORES = 4
export LEC_CHECK = 1
export CORE_UTILIZATION = 30
export SYNTH_HDL_FRONTEND = slang
==> flow/constraint.sdc <==
current_design traffic_light_controller

set clk_period 3.4
set clk_io_pct 0.2

create_clock -name clk0 -period $clk_period [get_ports {clk_20}]
create_clock -name clk1 -period $clk_period [get_ports {rst_n}]

set non_clock_inputs [all_inputs -no_clocks]
set_input_delay [expr $clk_period * $clk_io_pct] -clock clk0 $non_clock_inputs
set_output_delay [expr $clk_period * $clk_io_pct] -clock clk0 [all_outputs]
==> flow/design.v <==
module count_led7seg( 
        street_a, street_b,
        rst_n, clk,
        hex0,hex1,
        hex2,hex3
        );
 input wire [2:0] street_a;
 input wire [2:0] street_b;
 input rst_n, clk;
 reg [5:0] count1;
  reg [5:0] count1_tmp;
 reg [5:0] count2;
  reg [5:0] count2_tmp;
 output [6:0] hex0;
 output [6:0] hex1;
 output [6:0] hex2;
 output [6:0] hex3;
always @(*) begin
case (street_a[2:0])
     3'b100:
     count1_tmp[5:0]=6'd29;
     3'b010: 
     count1_tmp[5:0]=6'd4;
     3'b001: 
     count1_tmp[5:0]=6'd44;
     default: count1_tmp[5:0]=6'd0;
endcase
end
always @(*) begin
case (street_b[2:0])
     3'b100: 
     count2_tmp[5:0]=6'd29;
     3'b010: 
     count2_tmp[5:0]=6'd4;
     3'b001: 
     count2_tmp[5:0]=6'd44;
     default :  count2_tmp[5:0]=6'd0;
endcase
end
initial
begin
count1[5:0]=count1_tmp[5:0];
count2[5:0]=count2_tmp[5:0];
end
always @(posedge clk ) begin
 if(~rst_n) begin count1[5:0]<=5'd0; count2[5:0]<=5'd0; end
 else begin count1[5:0]<= count1[5:0]-1'b1; count2[5:0]<= count2[5:0]-1'b1; end
 end
display_7seg led01(count1[5:0],clk ,rst_n ,hex0[6:0],hex1[6:0]);
display_7seg led23(count2[5:0],clk ,rst_n ,hex2[6:0],hex3[6:0]);
endmodule 
module display_7seg(
   count,
   clk,
    rst_n,
    sseg_temp1,
    sseg_temp2
    );
input  [5:0] count;
input rst_n;
input clk;
output  reg [6:0] sseg_temp1;
output  reg [6:0] sseg_temp2;
reg [3:0]first;  
reg [3:0]second;  
always @ (posedge rst_n)
begin
  if (rst_n) begin
   first <= 0;
   second <= 0;
  end
   else begin
  first <= count[5:0]%10;
  second <= count[5:0]/10;
  end
 end
always @ (*)
begin
  case(first)
   4'd0 : sseg_temp1 = 7'b1000000;  
   4'd1 : sseg_temp1 = 7'b1111001;  
   4'd2 : sseg_temp1 = 7'b0100100;  
   4'd3 : sseg_temp1 = 7'b0110000;  
   4'd4 : sseg_temp1 = 7'b0011001;  
   4'd5 : sseg_temp1 = 7'b0010010;  
   4'd6 : sseg_temp1 = 7'b0000010;  
   4'd7 : sseg_temp1 = 7'b1111000;  
   4'd8 : sseg_temp1 = 7'b0000000;  
   4'd9 : sseg_temp1 = 7'b0010000;  
   default : sseg_temp1 = 7'b0111111;  
  endcase
  case(second)
   4'd0 : sseg_temp2 = 7'b1000000;  
   4'd1 : sseg_temp2 = 7'b1111001;  
   4'd2 : sseg_temp2 = 7'b0100100;  
   4'd3 : sseg_temp2 = 7'b0110000;  
   4'd4 : sseg_temp2 = 7'b0011001;  
   4'd5 : sseg_temp2 = 7'b0010010;  
   4'd6 : sseg_temp2 = 7'b0000010;  
   4'd7 : sseg_temp2 = 7'b1111000;  
   4'd8 : sseg_temp2 = 7'b0000000;  
   4'd9 : sseg_temp2 = 7'b0010000;  
   default : sseg_temp2 = 7'b0111111;  
  endcase
end
endmodule
module div_clock(clk_20, rst_n, clk_1Hz);
input clk_20, rst_n;
output clk_1Hz;
reg clk_1Hz = 1'b0;
reg [27:0] counter;
always@(posedge clk_20)
begin
    if (~rst_n)
        begin
            clk_1Hz <= 0;
            counter <= 0;
        end
    else
        begin
            counter <= counter + 1;
            if ( counter == 28'd10000000)
                begin
                    counter <= 0;
                    clk_1Hz <= ~clk_1Hz;
                end
        end
end
endmodule   
module fsm ( 
   street_a, street_b, fsm_g, fsm_y, fsm_r, 
   clk, rst_n, g_end, y_end, r_end
   );
input clk;
input rst_n;
input g_end;
input y_end;
input r_end;
output reg [2:0] street_a;
output reg [2:0] street_b;
output wire fsm_g;
output wire fsm_y;
output wire fsm_r;
reg [2:0] current_state, next_state;
localparam AG_BR  = 3'd0;
localparam AY_BR  = 3'd1;
localparam AR_BR1 = 3'd2;
localparam AR_BG  = 3'd3;
localparam AR_BY  = 3'd4;
localparam AR_BR2 = 3'd5;
always @ (*) begin
  case (current_state[2:0])
    AG_BR: begin
      if (g_end) next_state[2:0] = AY_BR;
      else next_state[2:0] = current_state[2:0];
    end
    AY_BR: begin
      if (y_end) next_state[2:0] = AR_BR1;
      else next_state[2:0] = current_state[2:0];
    end
    AR_BR1: begin
      if (r_end) next_state[2:0] = AR_BG;
      else next_state[2:0] = current_state[2:0];
    end
    AR_BG: begin
      if (g_end) next_state[2:0] = AR_BY;
      else next_state[2:0] = current_state[2:0];
    end
    AR_BY: begin
      if (y_end) next_state[2:0] = AR_BR2;
      else next_state[2:0] = current_state[2:0];
    end
    AR_BR2: begin
      if (r_end) next_state[2:0] = AG_BR;
      else next_state[2:0] = current_state[2:0];
    end
    default: next_state[2:0] = current_state[2:0];
  endcase
end
always @ (posedge clk) begin
  if (~rst_n) current_state[2:0] <= AR_BR1;
  else current_state[2:0] <= next_state[2:0];
end
always @ (*) begin
  case (current_state[2:0])
    AG_BR: street_a[2:0] = 3'b100;
    AY_BR: street_a[2:0] = 3'b010;
    default: street_a[2:0] = 3'b001;
  endcase
end
always @ (*) begin
  case (current_state[2:0])
    AR_BG: street_b[2:0] = 3'b100;
    AR_BY: street_b[2:0] = 3'b010;
    default: street_b[2:0] = 3'b001;
  endcase
end 
assign fsm_g = (current_state[2:0] == AG_BR) | (current_state[2:0] == AR_BG);
assign fsm_y = (current_state[2:0] == AY_BR) | (current_state[2:0] == AR_BY);
assign fsm_r = (current_state[2:0] == AR_BR1) | (current_state[2:0] == AR_BR2);
endmodule
module time_counter ( 
   g_end, y_end, r_end,
   clk, rst_n, fsm_g, fsm_r, fsm_y
   );
parameter GREEN_TIME  = 29;
parameter YELLOW_TIME = 4;
parameter RED_TIME    = 9;
input clk;
input rst_n;
input fsm_g;
input fsm_r;
input fsm_y;
output wire g_end;
output wire y_end;
output wire r_end;
reg [7:0] clk_counter;
wire clr_counter;
always @ (posedge clk) begin
  if (~rst_n) clk_counter[7:0] <= 8'd0;
  else if (clr_counter) clk_counter[7:0] <= 8'd0;
  else clk_counter[7:0] <= clk_counter[7:0] + 1'b1;
end
assign g_end = fsm_g & (clk_counter[7:0] == GREEN_TIME);
assign y_end = fsm_y & (clk_counter[7:0] == YELLOW_TIME);
assign r_end = fsm_r & (clk_counter[7:0] == RED_TIME);
assign clr_counter = g_end | y_end | r_end;
endmodule
module traffic_light_controller ( 
   street_a, street_b, 
   rst_n, clk_20, hex0,hex1,hex2,hex3
   );
input           clk_20;             
input           rst_n;           
output [2:0]        street_a;        
output [2:0]        street_b;        
output [6:0]        hex0;
output [6:0]        hex1;
output [6:0]        hex2;
output [6:0]        hex3;
wire            fsm_g;           
wire            fsm_r;           
wire            fsm_y;           
wire            g_end;           
wire            r_end;           
wire            y_end;           
wire            clk;
wire            rst_n;
div_clock dclk (
                .clk_20 (clk_20),
                .rst_n  (rst_n),
                .clk_1Hz  (clk)
                );
time_counter cnt ( 
          .g_end        (g_end),
          .y_end        (y_end),
          .r_end        (r_end),
          .clk          (clk),
          .rst_n        (rst_n),
          .fsm_g        (fsm_g),
          .fsm_r        (fsm_r),
          .fsm_y        (fsm_y));
fsm fsm ( 
     .street_a          (street_a[2:0]),
     .street_b          (street_b[2:0]),
     .fsm_g             (fsm_g),
     .fsm_y             (fsm_y),
     .fsm_r             (fsm_r),
     .clk               (clk),
     .rst_n             (rst_n),
     .g_end             (g_end),
     .y_end             (y_end),
     .r_end             (r_end));
count_led7seg led7_seg
        ( 
        .street_a (street_a),
         .street_b (street_b),
        .rst_n   (rst_n),
         .clk  (clk),
        .hex0 (hex0[6:0]),
        .hex1 (hex1[6:0]),
        .hex2 (hex2[6:0]),
        .hex3 (hex3[6:0])
        );
endmodule
==> out/results.ini <==
[worst_hold_path]
hp-class=clock port to flip-flop

[global_routing]
grt_usage_pct=32.8
grt_pass1_wl_mm=37.0
grt_pass1_vias=6397
grt_use_met2_pct=35.6
use_met3_pct=34.1
met1_usage_pct=32.9
gr-total-overflow=0
top_usage_layer=met2
antenna_found_initial=0
grt_start_max_net_pins=28

[power_and_ir_drop]
p_comb_share_pct=0
p_leak_uw=0.00351
internal_power_uw=6850
netSwitchingFraction_pct=37.4
sequentialPowerShare_pct=7.2
clkPwrFrac_pct=92.8
ir_worst_vdd_v=0.000805
p_sw_uw=4090
p_per_area_nw_per_um2=1370

[synth]
synthFlopType=dfxtp_1
ys_seq_share_pct=35.5
yosysTopAreaCell=dfxtp_1
ys_cells=536
avgSynthCellArea_um2=8.72
asyncSetResetFlopFracSynth_pct=0
synthDistinctLibCells=77
synth_top_area_share_pct=35.5
ys_ff=83
ys_chip_area_um2=4670
syn_inst=536
ys_warn_count=0
topCellsByArea=dfxtp_1, ha_1, nor2_1
top_cells_by_count=dfxtp_1, nor2_1, nand2_1
synth-edff-count=0
netlist_area_um2=4670
top_cell=dfxtp_1

[drt]
via_per_inst=6.23
drtAntennaViolNets=0
via_count=5523
route.detailed.drc=0
wl_per_cell_um=26.2
wl_mm=23.2
antennaDiodeCount=0
dr.pass1.iters=12
drtIter0Drc=1260

[cts]
path_clk_slew_ns=0.06
cts_tree=built

[place]
gp_congestion=0.848
dp.cells=732
dp_hpwl_mm=6.09
placed_area_um2=5120
io_buffers=34

[critical_path]
required_ns=3.68
start_kind=clock port
worstPathArrival_ns=3.71
path_class=clock port to flip-flop
crit_path_end_kind=flip-flop
path_max_fanout=5

[final_timing]
holdWs_ns=0.0510
max_slew_margin_pct=19.6
unclocked_pins=26
worst_clock_skew_ns=0.00389
hold_viol=0
tightest_slew_ns=1.21
report.final.slew_viol_count=0
setup_viol=1
rsz0062_at_grt=false
untimed_endpoints=32
fin_ws_ns=-0.0247

[final_layout]
drive_above_1_share_pct=22.3
regArea_um2=1660
fillers=1092
final_cells=886
mi_logic_area_um2=2820
design_area_um2=7960
area_growth_pct=70.3

[floorplan]
die_area_um2=16100
core_util_floorplan_pct=30.7
die_w_um=127
die.size.y_um=127
core-area_um2=15200
pin_count=36
rows=45

[flow_run]
warning_count=147
maxCapViolCount=0

[outcome]
status=finished with violations
violations=setup timing

-- routing by layer --
metal  wire (µm)  share of wire [%]
met3        4150                 18
met1        8420                 36
met5         111               0.48
met2        8670                 37
met4        1880                8.1
-- worst max-delay path, cell delays in order --
cell	delay, ns
clkbuf_16	0.14
buf_12	0.14
clkbuf_16	0.15
or3_1	0.38
o31a_1	0.14
clkbuf_16	0.16
clkbuf_16	0.15
nor3b_2	0.17
clkbuf_16	0.15
clkbuf_16	0.14
a21oi_1	0.27
-- worst paths after layout --
check,startpoint,end,slack [ns],cells after the start
max in group clk0,rst_n,dclk.counter[21],0.79,8
worst min register to register,dclk.counter[0],dclk.counter[0],0.48,1
worst min-delay path,rst_n,led7_seg.led01.sseg_temp2[3],0.05,3
min in group clk0,rst_n,dclk.clk_1Hz,0.28,4
worst max-delay path,rst_n,led7_seg.led23.sseg_temp1[3],-0.02,11
worst max register to register,dclk.counter[3],dclk.counter[27],1.27,7
-- placed cells by master, fill, tap and decap left out, drive strengths merged, types with 7 or more instances in the layout --
master,count
ha,37
xnor2,16
or3,7
nor2b,11
nor2,63
nand4,11
o21ai,19
a21oi,26
clkinv,7
mux2i,8
and2,13
or2,7
clkdlybuf4s50,34
nand3,20
inv,59
clkbuf,111
xor2,23
and3,9
nor3,8
nand2,38
dfxtp,83
-- sequential cells by signal (all words and copies together), names as in the netlist --
signal                     cells
dclk.counter                  28
cnt.clk_counter                8
led7_seg.led01.sseg_temp1      7
led7_seg.led01.sseg_temp2      7
led7_seg.led23.sseg_temp1      7
led7_seg.led23.sseg_temp2      7
fsm.current_state              6
led7_seg.count1                6
led7_seg.count2                6
dclk.clk_1Hz                   1
-- cell type report --
cell class / instances / share of cell area [%]
multi-input cells: 395 / 35.4
clock buffers: 115 / 31.7
flip-flops and latches: 83 / 20.9
repair buffers: 34 / 4.27
clock inverters: 51 / 3.88
well taps: 188 / 2.95
inverters: 20 / 0.943
-- metrics by stage --
step	total power, µW	utilization (%)	setup slack, ns	setup TNS, ns
global placement	2160	33.7	0.729	0
global route	11300	52.4	0.00464	0
floorplan	2300	-	0.306	0
detailed placement	2160	33.7	0.729	0
finish	10900	52.4	-0.0247	-0.0247
CTS	10900	52.4	0.00191	0
-- cells by family (layout without fill, tap and decap cells) --
logic type,after synthesis,in the layout,synth area share (%)
mux,10,10,2.19
compound gates,95,95,15.3
simple gates,214,214,24.3
fa+ha+maj,37,37,9.90
buf+inv,58,220,5.43
xor+xnor,39,39,7.31
flops,83,83,35.5
-- repair_timing --
item,CTS,global route
buffers inserted,4,0
pin swaps,4,1
gates resized,14,0
hold buffers,0,0
endpoints found under the setup margin,18,1
endpoints found under the hold margin,0,0
-- power groups by stage --
stage	clock, µW	sequential, µW	combinational [µW]
6_report	10200	784	0.000823
5_1_grt	10500	784	0.000823
4_1_cts	10100	784	0.000823
Power and IR drop assume default switching activity.
